[flow/design.v]
module mealy(Clock,Head,Left,Front,Rotate);
  input Clock,Head,Left;
  output reg Front,Rotate;
  reg [1:0] EstadoAtual, EstadoFuturo;
  parameter ProcurandoMuro = 2'b00,
  			SeguindoMuro = 2'b01,
  			Rotacionando = 2'b10;
  always @(negedge Clock) begin
    EstadoAtual <= EstadoFuturo;
  end
  always @(Head or Left or EstadoAtual)begin
     case(EstadoAtual)
      ProcurandoMuro:  case({Head,Left})
        				2'b00: begin
                          EstadoFuturo = ProcurandoMuro;
                          Front = 1'b1;
                          Rotate = 1'b0;
                        end
                        2'b01: begin
                          EstadoFuturo = SeguindoMuro;
                          Front = 1'b1;
                          Rotate = 1'b0;
                        end
                        2'b10: begin
                          EstadoFuturo = Rotacionando;
                          Front = 1'b0;
                          Rotate = 1'b1;
                        end
      				    2'b11: begin
                          EstadoFuturo = Rotacionando;
                          Front = 1'b0;
                          Rotate = 1'b1;
                        end
      endcase
    SeguindoMuro:  case({Head,Left})
        				2'b00: begin
                          EstadoFuturo = ProcurandoMuro;
                          Front = 1'b0;
                          Rotate = 1'b1;
                        end
                        2'b01: begin
                          EstadoFuturo = SeguindoMuro;
                          Front = 1'b1;
                          Rotate = 1'b0;
                        end
                        2'b10: begin
                          EstadoFuturo = ProcurandoMuro;
                          Front = 1'b0;
                          Rotate = 1'b1;
                        end
      				    2'b11: begin
                          EstadoFuturo = Rotacionando;
                          Front = 1'b0;
                          Rotate = 1'b1;
                        end
      endcase
    Rotacionando:  case({Head,Left})
        				2'b00: begin
                          EstadoFuturo = Rotacionando;
                          Front = 1'b0;
                          Rotate = 1'b1;
                        end
                        2'b01: begin
                          EstadoFuturo = SeguindoMuro;
                          Front = 1'b1;
                          Rotate = 1'b0;
                        end
                        2'b10: begin
                          EstadoFuturo = Rotacionando;
                          Front = 1'b0;
                          Rotate = 1'b1;
                        end
      				    2'b11: begin
                          EstadoFuturo = Rotacionando;
                          Front = 1'b0;
                          Rotate = 1'b1;
                        end
      endcase
      default begin 
       EstadoFuturo = ProcurandoMuro;
       Front = 1'b1;
       Rotate = 1'b0;
      end  
    endcase
  end  
endmodule
module Contador #(parameter Clock_frequency)(initial_Clock,Clock);
  input initial_Clock;
  output reg Clock;
  reg[2:0] Contar = 3'b000;
   always @(posedge initial_Clock) begin
        if (Contar < Clock_frequency - 1) begin
            Contar <= Contar + 1;
            Clock <= 0;
        end 
     else 
       begin
            Contar <= 0;
            Clock <= ~Clock;
        end
    end
endmodule
module main #(parameter Clock_frequency = 1) (initial_Clock, Clock, Head, Left, Front, Rotate);
    input initial_Clock, Clock, Head, Left;
    output Front, Rotate;
    Contador #(Clock_frequency) frequency(initial_Clock, Clock);
  mealy Mealy(Clock, Head, Left, Front, Rotate);
endmodule
[flow/run.sh]
#!/bin/bash
# OpenROAD 26Q1-2900-gdf79404cd8, Yosys 0.63+post, stock flow scripts
make -C /OpenROAD-flow-scripts/flow DESIGN_CONFIG=/design/flow/config.mk WORK_HOME=/design/flow/orfs finish
[flow/constraint.sdc]
current_design mealy

set clk_period 1.0
set clk_io_pct 0.2

create_clock -name clk0 -period $clk_period [get_ports {Clock}]

set non_clock_inputs [all_inputs -no_clocks]
set_input_delay [expr $clk_period * $clk_io_pct] -clock clk0 $non_clock_inputs
set_output_delay [expr $clk_period * $clk_io_pct] -clock clk0 [all_outputs]
[flow/config.mk]
export PLATFORM = sky130hd
export DESIGN_NAME = mealy
export DESIGN_NICKNAME = mealy
export VERILOG_FILES = /design/flow/design.v
export SDC_FILE = /design/flow/constraint.sdc
export NUM_CORES = 4
export LEC_CHECK = 1
export CORE_AREA = 10 10 70 70
export DIE_AREA = 0 0 80 80
==> results_dict.tcl <==
# implementation run metrics
set metrics [dict create \
    status "complete, but fails checks" \
    violations "negative setup slack" \
    synth_flops 2 \
    wl_per_cell_um 6.439 \
    cp.depth 5 \
    end_kind "primary output" \
    grt_pass1_vias 221 \
    worstSetupEndpoint "Front" \
    chipArea_sq_mm 0.006400 \
    critPathSlowestCell "dfxtp_2" \
    p_clk_frac 0.199 \
    path_cells "inv_4 -> ha_4 -> a21oi_2 -> o21bai_1 -> buf_2" \
    drc 0 \
    critPathLaunch "EstadoAtual[1]$_DFF_N_" \
    power_density_mw_per_mm2 2455 \
    wirelength_um 528 \
    cp_slowest_stage_delay_ns 0.34 \
    p_comb_frac 0.667 \
    tool_warnings 34 \
    worstMarginPinSlew_ns 0.1936 \
    fp_util 0.05275 \
    gp_congestion 0.7155 \
    finalInstanceArea_sq_um 437.9 \
    cts_buffers 3 \
    post_dp_cell_area_sq_um 326.6 \
    top_area_frac 0.3472 \
    setup_viol 4 \
    grt_pass1_wl_um 848 \
    fin_skew_ns 0.004164 \
    max_slew_margin 0.8700 \
    top_register "EstadoAtual" \
    reg2reg_slack_ns -0.37 \
    yosysWarnings 1 \
    cts-root-buf "clkbuf_4" \
    fin_ws_ns -0.9103 \
    power_uw 1075 \
    cp.required_ns 0.80 \
    syn_avg_cell_area_sq_um 9.009 \
    hold_violations 0 \
    antenna-diode-count 0 \
    synthCells 20 \
    r2r-end "EstadoAtual[1]$_DFF_N_" \
    leakage_uw 0.0001794 \
    drt-initial-drc-count 5 \
    cp_top_family "flip-flops" \
    criticalPathCategory "reg2out" \
    final_layout_size_suffix_gt1_frac 0.8056 \
    p_sw_uw 384.2 \
    ys_seq_frac 0.2222 \
    p_seq_frac 0.134 \
    synthDistinctLibCells 10 \
    yosys-top-cells-area "ha_1, dfxtp_1, a22oi_1" \
    top_area_cell "ha_1" \
    ys_cells 20 \
    postCtsHoldBufs 0 \
    worstPathArrival_ns 1.71 \
    routed_via_density 2.427 \
    postRouteAntennaNets 0 \
    die_w_um 80 \
    io_pins 5 \
    lay_top_cells "buf_4, ha_4, clkbuf_4, buf_2, buf_6" \
    clockBufferDepth 2 \
    drv_cap 0 \
    worstSkewPairLatency_ns 0.28 \
    cts_tree "yes" \
    ctsHtreeMaxLevel 1 \
    die_h_um 80 \
    mostFrequentLayoutCell "buf_4" \
    rr_worst_depth 8 \
    ys_chip_area_sq_um 180.2 \
    grt_overflow 0 \
    syn_to_final_growth_pct 143.1 \
    antenna_found_initial 0 \
    core_sq_mm 0.003416 \
    via_count 199 \
    reg.largest.list "EstadoAtual x2" \
    largest_reg_flops 2 \
    ir_drop_uv 323.4 \
    cp-start-kind "flip-flop" \
    num_rows 21 \
    dpl.hpwl_um 362 \
    finalMaxSlewViolations 0 \
    syn_area_sq_um 180.2 \
    path_max_fanout 3 \
    hp-start "Left" \
    sw_frac_of_total 0.3574 \
    dr.pass1.iters 2 \
    clock_sinks 2 \
    crit_buf_inv 2 \
    fill_cells 389 \
    internal_power_uw 690.9 \
    rsz0062_at_grt "true" \
    grtUsageTotal 0.01713 \
    r2r-start "EstadoAtual[1]$_DFF_N_" \
    path_clk_slew_ns 0.03 \
    grt_max_degree 5 \
    io_buffers 4 \
    min_path_type "in2reg" \
]
## cells by family (layout without fill, tap and decap cells)
family	after synthesis	in the layout	synth area share
adders and majority gates	5	5	0.3472
DFF	2	2	0.2222
and+or+nand+nor	5	5	0.1736
buffers and inverters	3	19	0.06250
AOI/OAI and AO/OA	5	5	0.1944
## worst min-delay path: stages
cell and delay (ns):
buf_2 0.13, nand2b_4 0.08, nor3_1 0.05
## synth_stat cells
library cell	instances
a21o_1	1
a21oi_1	1
a22oi_1	2
dfxtp_1	2
ha_1	5
inv_1	3
nand2b_4	1
nor2_1	2
nor3_1	2
o21bai_1	1
## timing repair
item | CTS | global route
pin swaps | 11 | 5
setup buffers | 4 | 1
setup endpoints to repair | 4 | 4
resized | 27 | 0
## layer usage
layer | GRT usage | wire length (um) | share of wire
met1 | 0.01793 | 233 | 0.44
met2 | 0.02087 | 211 | 0.40
met5 | 0 | 0 | 0
met4 | 0.01585 | 13 | 0.025
met3 | 0.01364 | 70 | 0.13
## metrics by stage
stage	setup TNS (ns)	instances	setup slack, ns	hold slack, ns	utilization
final	-2.341	82	-0.9103	0.7327	0.1282
after global routing	-2.565	82	-0.9555	0.7332	0.1282
after CTS	-2.207	81	-0.9426	0.7169	0.1260
after detailed placement	-3.249	74	-0.9844	0.7925	0.09560
after global placement	-3.177	74	-0.9662	0.7685	0.09560
after floorplan	-1.070	20	-0.4645	0.4342	-
## area by class of cell
cell class	instances	area [sq um]	share of cell area
inverter	2	10.01	0.02286
clock buffer	3	22.52	0.05143
timing repair buffer	12	97.59	0.2229
tap	46	57.56	0.1314
multi-input combinational	15	200.2	0.4571
clock inverter	2	7.507	0.01714
sequential	2	42.54	0.09714
## power by group through the flow
stage	clock, uW	sequential, uW	combinational, uW
after CTS	236	146	693
after global routing	235	147	795
final	213	144	718
## how the worst min path moves through the flow
| stage | to | slack [ns] | depth (start not counted) |
|---|---|---|---|
| after global routing | EstadoAtual[0]$_DFF_N_ | 0.73 | 3 |
| after CTS | EstadoAtual[0]$_DFF_N_ | 0.72 | 3 |
| final | EstadoAtual[0]$_DFF_N_ | 0.73 | 3 |
Power figures rest on the tool's default switching activity, not on a simulated workload.
